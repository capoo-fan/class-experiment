### design.v
`timescale 1ns / 1ps
module mac (
    input  wire        clk,
    input  wire        rst,
    input  wire [31:0] x,
    input  wire [31:0] y,
    input  wire        start,
    output wire [31:0] z,
    output wire        busy
  );
  wire        busy0;
  wire        busy1;
  wire        busy2;
  wire        busy3;
  wire [31:0] x0 = {{24{x[ 7]}}, x[ 7: 0]};
  wire [31:0] x1 = {{24{x[15]}}, x[15: 8]};
  wire [31:0] x2 = {{24{x[23]}}, x[23:16]};
  wire [31:0] x3 = {{24{x[31]}}, x[31:24]};
  wire [31:0] y0 = {{24{y[ 7]}}, y[ 7: 0]};
  wire [31:0] y1 = {{24{y[15]}}, y[15: 8]};
  wire [31:0] y2 = {{24{y[23]}}, y[23:16]};
  wire [31:0] y3 = {{24{y[31]}}, y[31:24]};
  wire [63:0] result0;
  wire [63:0] result1;
  wire [63:0] result2;
  wire [63:0] result3;
  assign busy = busy0 | busy1 | busy2 | busy3;
  assign z    = result0[31:0] + result1[31:0] + result2[31:0] + result3[31:0];
  multiplier U_mul0 (
               .clk    (clk),
               .rst    (rst),
               .x      (x0),
               .y      (y0),
               .start  (start),
               .z      (result0),
               .busy   (busy0)
             );
  multiplier U_mul1 (
               .clk    (clk),
               .rst    (rst),
               .x      (x1),
               .y      (y1),
               .start  (start),
               .z      (result1),
               .busy   (busy1)
             );
  multiplier U_mul2 (
               .clk    (clk),
               .rst    (rst),
               .x      (x2),
               .y      (y2),
               .start  (start),
               .z      (result2),
               .busy   (busy2)
             );
  multiplier U_mul3 (
               .clk    (clk),
               .rst    (rst),
               .x      (x3),
               .y      (y3),
               .start  (start),
               .z      (result3),
               .busy   (busy3)
             );
endmodule
module multiplier(
    input wire clk,
    input wire rst,
    input wire [7:0] x,
    input wire [7:0] y,
    input wire start,
    output reg [15:0] z,
    output reg busy
  );
  localparam IDLE = 2'b00;
  localparam CALC = 2'b01;
  localparam DONE = 2'b10;
  reg [1:0]  state;
  reg [3:0]  count;
  reg [7:0]  M;
  reg [16:0] P;
  wire [7:0] A = P[16:9];
  wire [1:0] booth_bits = P[1:0];
  wire [7:0] add_sub_val = (booth_bits == 2'b01) ? M :
       (booth_bits == 2'b10) ? (~M + 1'b1) : 8'd0;
  wire [7:0] next_A = A + add_sub_val;
  wire [16:0] next_P = {next_A[7], next_A, P[8:1]};
  always @(posedge clk or posedge rst)
  begin
    if (rst)
    begin
      state <= IDLE;
      busy <= 1'b0;
      z <= 16'd0;
      count <= 4'd0;
      M <= 8'd0;
      P <= 17'd0;
    end
    else
    begin
      case (state)
        IDLE:
        begin
          if (start)
          begin
            M <= x;
            P <= {8'd0, y, 1'b0};
            busy <= 1'b1;
            count <= 4'd0;
            state <= CALC;
          end
          else
          begin
            busy <= 1'b0;
          end
        end
        CALC:
        begin
          P <= next_P;
          count <= count + 1'b1;
          if (count == 4'd7)
          begin
            state <= DONE;
          end
        end
        DONE:
        begin
          busy <= 1'b0;
          z <= P[16:1];
          state <= IDLE;
        end
        default:
          state <= IDLE;
      endcase
    end
  end
endmodule
### run.sh
#!/bin/bash
# OpenROAD 26Q1-2900-gdf79404cd8, Yosys 0.63+post, stock flow scripts
make -C /OpenROAD-flow-scripts/flow DESIGN_CONFIG=/design/flow/config.mk WORK_HOME=/design/flow/orfs finish
### config.mk
export PLATFORM = sky130hd
export DESIGN_NAME = mac
export DESIGN_NICKNAME = mac
export VERILOG_FILES = /design/flow/design.v
export SDC_FILE = /design/flow/constraint.sdc
export NUM_CORES = 4
export LEC_CHECK = 1
export CORE_UTILIZATION = 50
### constraint.sdc
current_design mac

set clk_period 7.5
set clk_io_pct 0.2

create_clock -name clk0 -period $clk_period [get_ports {clk}]

set non_clock_inputs [all_inputs -no_clocks]
set_input_delay [expr $clk_period * $clk_io_pct] -clock clk0 $non_clock_inputs
set_output_delay [expr $clk_period * $clk_io_pct] -clock clk0 [all_outputs]
==> flow_summary.toml <==
# physical design summary
[final_timing]
final.setup.worst_slack_ps = 1452
timing.fmax_mhz = 165.3
layout_worst_path_cycle_share_pct = 80.64
report.final.hold_viol_count = 0
post-route-min-period_ps = 6048
timing.final.setup_violations = 0
final.setup.tns_ps = 0
slew_headroom_pct = 51.80
rsz_0062_raised_after_global_routing = "no"
slew_violations = 0
slew_at_the_pin_with_the_worst_max_slew_slack_ps = 723.1
clock-skew-final_ps = 13.23

[floorplanning]
num_rows = 53
core_area_um2 = 21220
io-pin-count = 100
fp_util_pct = 51.47
design.die.area_um2 = 22440
die_y_um = 149.8
dieWidth_um = 149.8

[cells_and_area]
area_growth_pct = 15.28
final_layout_size_suffix_gt1_share_pct = 8.396

[clock_tree]
clk_latency_ps = 430
cts_hold_buf = 0
cts_made_buffers = 17
cts_tree = "yes"
ctsHtreeMaxLevel = 4
clk_transition_reported_paths_ps = 80
clockBufferDepth = 2
clock_tree.root_cell = "sky130_fd_sc_hd__clkbuf_16"
postCtsSetupBuffers = 0
cts.sinks = 188
cts_resized = 0

[detailed_routing]
drt_iter0_drc = 410
drt_pre_antenna_iters = 4
vias_per_cell = 5.243
insertedDiodeCount = 0
detail-route-antenna-nets = 0
route.detailed.drc = 0
routed_wire_length_um = 23090
drt-wirelength-per-cell_um = 15.62
route.vias.total = 7749

[logic_synthesis]
postSynthAreaPerCell_um2 = 9.769
syn-instance-count = 1118
ys_types = 56
enable_flop_cells = 0
postSynth.topFlopCell = "sky130_fd_sc_hd__dfrtp_1"
synth-warning-count = 13
syn_area_um2 = 10920
postSynthRegisterBits = 188
synth.yosys.chip_area_um2 = 10920
synth-async-reset-ratio_pct = 100.0
yosysCellCount = 1118
synth_sequential_area_ratio_pct = 43.12

[worst_setup_path]
timing.critical_path.required_ps = 6000
crit_path_max_fanout = 4
cp.buffers_inverters = 3
cpMostUsedCell = "sky130_fd_sc_hd__fa_1"
reg2reg_to = "U_mul2.P[14]"
r2r-start = "U_mul2.P[1]"
worst_ep_arrival_time_ps = 4550
cp_cell_sequence = "inv_1 -> fa_1 -> inv_1 -> fa_1 -> ha_1 -> fa_1 -> a211oi_1 -> nor2_1 -> o31a_1 -> a41oi_1 -> o21ai_0 -> a31o_2 -> clkdlybuf4s50_1"
endpoint_kind = "primary output"
cp.depth = 13
timing.critical_path.max_delay_family = "adder cells"
r2r_setup_slack_ps = 4460
crit_slowest_cell = "sky130_fd_sc_hd__fa_1"
crit_type = "reg -> out"
cp-start-kind = "flip-flop"
cp_slowest_stage_delay_ps = 530
reg2regPathDepth = 11

[flow_run]
drv_cap = 0
warnings = 27

[worst_hold_path]
worstHoldPathCells = 1
tightest_hold_check_type = "reg -> reg"
hold_start = "U_mul2.count[3]"
hold-path-endpoint = "U_mul2.state[1]"

[global_route]
grt_pass1_vias = 7404
number_of_antenna_violations_at_the_first_check_in_global_routing = 1
gr-usage-all-layers_pct = 23.16
residual_overflow_from_global_routing = 0
grt_first_pass_wirelength_um = 38630
grt_start_max_net_pins = 107

[power_and_ir_drop]
peak_supply_drop_mv = 0.3136
leakage_uw = 0.005740
powerDensity_nw_per_um2 = 558.9

[outcome]
run_status = "complete, no violations"

[placement]
place_congestion = 0.8685
port_buffers = 85
dp.final_hpwl_um = 17070
place_worst_setup_slack_ps = 1900
[synthesized netlist by cell type, drive strengths merged (3+ instances only)]
cell type  count  area [µm²]
xnor2         13       113.9
a31oi          4       25.02
o21ai        148       744.5
nor3b          6       45.04
fa            35       700.7
nor2          46       172.7
a211oi         6       45.04
xor2          22       192.7
o21a          10       75.07
nor3          14       70.07
clkbuf        33       123.9
o21bai         3       22.52
a21oi         25       125.1
inv          102       382.9
and2           4       25.02
a21o          10       75.07
mux2i         36       360.4
and3           6       37.54
a32o           3       30.03
mux2          49       551.8
dfstp          4       105.1
dfrtp        184        4604
o31ai         11       82.58
buf           21       131.4
o311ai         3       26.28
nand2b        15       93.84
nor4           5       31.28
nor2b         21       131.4
or3            8       50.05
ha            53       663.1
a22o          22       192.7
a21boi         4       30.03
nand4          4       25.02
nand3         11       55.05
nand2        154       578.1
[stage by stage]
step | instance area (µm²) | hold slack [ps] | util, % | cells | total power, µW
finish | 12590 | 462.5 | 59.33 | 1478 | 7038
global route | 12590 | 480.1 | 59.33 | 1478 | 7818
CTS | 12590 | 466.7 | 59.33 | 1478 | 7133
detailed placement | 12000 | 448.2 | 56.54 | 1446 | 6189
global placement | 12000 | 462.5 | 56.54 | 1446 | 6153
floorplan | 10970 | 429.6 | - | 1131 | 4666
[cell type report]
cell class                 instances  area (µm²)
tap                              275       344.1
sequential                       188        4710
timing repair buffer              94       930.9
multi-input combinational        787        5623
clock inverter                    15       167.7
fill                            1813        8630
inverter                         102       390.4
clock buffer                      17       425.4
[layer usage]
metal / vias to the layer above / routed length, µm / global-route usage (%)
li1: 3954 / - / -
met1: 3643 / 11550 / 39.05
met2: 147 / 10050 / 33.52
met3: 5 / 1384 / 5.683
met4: 0 / 107 / 1.162
met5: - / 0 / 0
[power breakdown]
part,switching (µW),internal [µW]
registers,456,1480
logic,2020,2180
clock network,453,450
[cell families after synthesis]
family | count (synthesis) | share of synthesized area, %
XOR/XNOR | 35 | 2.807
AND/OR/NAND/NOR | 299 | 12.43
other | 1 | 0.03434
AND-OR/OR-AND | 266 | 14.93
adder cells (fa/ha/maj) | 88 | 12.49
flip-flops | 188 | 43.12
buffers and inverters | 156 | 5.843
multiplexers | 85 | 8.352
[state kept, by name, indices dropped and copies added, names as in the netlist, 8 cells and up]
name,count
U_mul0.P,16
U_mul1.P,16
U_mul2.P,16
U_mul3.P,16
U_mul0.z,15
U_mul1.z,15
U_mul2.z,15
U_mul3.z,15
U_mul0.M,8
U_mul1.M,8
U_mul2.M,8
U_mul3.M,8
[worst max-delay path by stage]
stage        to  slack, ps         from
5_1_grt   z[17]       1170  U_mul0.z[1]
4_1_cts   z[17]       1420  U_mul0.z[1]
6_report  z[17]       1450  U_mul0.z[1]
[cells in the final DEF, fill, tap and decap left out, drive strengths merged, types with 6 or more instances in the layout]
cell           instances
inv                  111
nor2b                 21
nand3                 11
buf                    9
nor2                  46
mux2i                 36
o21ai                148
o21a                  10
clkdlybuf4s50         85
xnor2                 13
dfrtp                184
a21o                  10
nand2                154
or3                    8
nand2b                15
nor3b                  6
and3                   6
a21oi                 25
xor2                  22
a22o                  22
conb                  14
fa                    35
nor3                  14
mux2                  49
o31ai                 11
a211oi                 6
clkbuf                17
ha                    53
No activity file was given, so power comes from the tool's default toggle rates.
